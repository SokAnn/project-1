**flow/run.sh**
```bash
#!/bin/bash
# OpenROAD 26Q1-2900-gdf79404cd8, Yosys 0.63+post, stock flow scripts
make -C /OpenROAD-flow-scripts/flow DESIGN_CONFIG=/design/flow/config.mk WORK_HOME=/design/flow/orfs finish
```
**flow/config.mk**
```make
export PLATFORM = sky130hd
export DESIGN_NAME = traffic_lights
export DESIGN_NICKNAME = traffic_lights
export VERILOG_FILES = /design/flow/design.v
export SDC_FILE = /design/flow/constraint.sdc
export NUM_CORES = 4
export LEC_CHECK = 1
export CORE_UTILIZATION = 30
export SYNTH_HDL_FRONTEND = slang
```
**flow/constraint.sdc**
```tcl
current_design traffic_lights

set clk_period 6.4
set clk_io_pct 0.2

create_clock -name clk0 -period $clk_period [get_ports {clk_i}]

set non_clock_inputs [all_inputs -no_clocks]
set_input_delay [expr $clk_period * $clk_io_pct] -clock clk0 $non_clock_inputs
set_output_delay [expr $clk_period * $clk_io_pct] -clock clk0 [all_outputs]
```
**flow/design.v**
```verilog
module traffic_lights #(
  parameter BLINK_Y_MS  = 5,
  parameter G_BLINK_T   = 4,
  parameter STATE_RY_MS = 3
)(
  input  logic        clk_i,
  input  logic        srst_i,
  input  logic [2:0]  cmd_type_i,
  input  logic        cmd_valid_i,
  input  logic [15:0] cmd_data_i,
  output logic        red_o,
  output logic        yellow_o,
  output logic        green_o
);
typedef enum logic [2:0] {OFF_S, RED_S, RED_YELLOW_S, GREEN_S, GREEN_BLINKS_S, YELLOW_S, YELLOW_BLINKS_S} state_type;
state_type state, next_state;
logic yellow_l, green_l;
logic [16:0] count;
logic [16:0] red_ms;
logic [16:0] yellow_ms;
logic [16:0] green_ms;
localparam RY_T = STATE_RY_MS * 2 - 1;
localparam YB_T = BLINK_Y_MS * 2 - 1;
always_ff @( posedge clk_i )
  begin
    if( srst_i )
      state <= OFF_S;
    else
      state <= next_state;
  end
always_ff @( posedge clk_i )
  begin
    if( state == YELLOW_BLINKS_S )
      if( cmd_valid_i )
        begin
          if( cmd_type_i == 4 )
            red_ms    <= cmd_data_i * 2'd2 - 1'(1);
          else if( cmd_type_i == 5 )
            yellow_ms <= cmd_data_i * 2'd2 - 1'(1);
          else if( cmd_type_i == 3 )
            green_ms  <= cmd_data_i * 2'd2 - 1'(1);
        end
  end
always_ff @( posedge clk_i )
  begin
    if( srst_i )
      count <= '0;
    else
      begin
        case( state )
          RED_S:
            begin
              if( count < ( red_ms ) )
                count <= count + 1'(1);
              else
                count <= '0;
            end
          RED_YELLOW_S:
            begin
              if( count < ( RY_T ) )
                count <= count + 1'(1);
              else
                count <= '0;
            end
          GREEN_S:
            begin
              if( count < ( green_ms ) )
                count <= count + 1'(1);
              else
                count <= '0;
            end
          GREEN_BLINKS_S:
            begin
              if( count < ( G_BLINK_T - 1 ) )
                count <= count + 1'(1);
              else
                count <= '0;
            end
          YELLOW_S:
            begin
              if( count < ( yellow_ms ) )
                count <= count + 1'(1);
              else
                count <= '0;
            end
          YELLOW_BLINKS_S:
            begin
              if( next_state == RED_S )
                count <= '0;
              else
                if( count < ( YB_T ) )
                  count <= count + 1'(1);
                else
                  count <= '0;
            end
        endcase
      end
  end
always_ff @( posedge clk_i )
  begin
    if( srst_i )
      yellow_l <= 1'b0;
    else
      begin
        if( next_state == YELLOW_S || next_state == RED_YELLOW_S )
          yellow_l <= 1'b1;
        else
          if( next_state == YELLOW_BLINKS_S )
            yellow_l <= !yellow_l;
          else
            yellow_l <= 1'b0;
      end
  end
always_ff @( posedge clk_i )
  begin
    if( srst_i )
      green_l <= 1'b0;
    else
      begin
        if( next_state == GREEN_S )
          green_l <= 1'b1;
        else
          if( next_state == GREEN_BLINKS_S )
            green_l <= !green_l;
          else
            green_l <= 1'b0;
      end
  end
always_comb
  begin
    next_state = state;
    case( state )
      OFF_S: 
        begin
          if( ( cmd_type_i == 0 ) && cmd_valid_i )
            next_state = YELLOW_BLINKS_S;
          else
            next_state = OFF_S;
        end
      YELLOW_BLINKS_S: 
        begin
          if( ( cmd_type_i == 0 ) && cmd_valid_i )
            next_state = RED_S;
          else if( ( cmd_type_i == 1 ) && cmd_valid_i )
            next_state = OFF_S;
        end
      RED_S:
        begin
          if( ( cmd_type_i == 1 ) && cmd_valid_i )
            next_state = OFF_S;
          else if( ( cmd_type_i == 2 ) && cmd_valid_i )
            next_state = YELLOW_BLINKS_S;
          else if( count >= ( red_ms ) )
            next_state = RED_YELLOW_S;
        end
      RED_YELLOW_S: 
        begin
          if( ( cmd_type_i == 1 ) && cmd_valid_i )
            next_state = OFF_S;
          else if( ( cmd_type_i == 2 ) && cmd_valid_i )
            next_state = YELLOW_BLINKS_S;
          else if( count >= ( RY_T ) )
            next_state = GREEN_S;
        end
      GREEN_S: 
        begin
          if( ( cmd_type_i == 1 ) && cmd_valid_i )
            next_state = OFF_S;
          else if( ( cmd_type_i == 2 ) && cmd_valid_i )
            next_state = YELLOW_BLINKS_S;
          else if( count >= ( green_ms ) )
            next_state = GREEN_BLINKS_S;
        end
      GREEN_BLINKS_S: 
        begin
          if( ( cmd_type_i == 1 ) && cmd_valid_i )
            next_state = OFF_S;
          else if( ( cmd_type_i == 2 ) && cmd_valid_i )
            next_state = YELLOW_BLINKS_S;
          else if( count >= ( G_BLINK_T - 1 ) )
            next_state = YELLOW_S;
        end
      YELLOW_S: 
        begin
          if( ( cmd_type_i == 1 ) && cmd_valid_i )
            next_state = OFF_S;
          else if( ( cmd_type_i == 2 ) && cmd_valid_i )
            next_state = YELLOW_BLINKS_S;
          else if( count >= ( yellow_ms ) )
            next_state = RED_S;
        end
      default: next_state = OFF_S;
    endcase
  end
assign red_o = ( state == RED_S || state == RED_YELLOW_S );
assign yellow_o = yellow_l;
assign green_o  = green_l;
endmodule
```
==> flow_summary.ini <==
; physical design summary
[cts]
cts_hold_buf = 0
cts_tree = yes
htree_levels = 3
path_clk_slew_ns = 0.06
cts_made_buffers = 9
post_cts_resized = 0
cts.sinks = 77
clkLatencyLatePin_ns = 0.33
cts_max_path_buffers = 2
post_cts_buffers = 0
root_buffer = clkbuf_16

[pwr]
p_per_area_nw_per_um2 = 191.5
seqPwrFrac_pct = 51.4
p_total_mw = 1.041
switching_share_pct = 20.67
p_switching_mw = 0.2152
clkPwrFrac_pct = 43.2
p_int_mw = 0.8259
ir_worst_vdd_mv = 0.1096
power_frac_comb_pct = 5.4
leakage_nw = 2.204

[placed_design]
io_buffers = 24
place.gp.congestion = 0.8817
place_ws_ns = 2.225
detailed_place_hpwl_um = 7957

[setup_path]
crit_type = in2reg
cp_slowest_stage_delay_ns = 0.53
cp_slowest_cell = o41a_4
r2r_end = count[16]$_SDFFE_PP0P_
critical_path_buf_inv_count = 1
worstSetupPathDepth = 10
arrival_ns = 4.05
cp_max_fo = 8
cp-end-kind = register
cp.required_ns = 6.61
rr_worst_depth = 10
path_cells = clkdlybuf4s50_1 -> nor3b_2 -> nand2_1 -> and3_1 -> a222oi_1 -> a211o_1 -> nand4_1 -> o41a_4 -> a31oi_1 -> o31ai_1
worst_setup_path_start_kind = input port
rrSetupSlack_ns = 2.89
critPathTopFamily = AND-OR/OR-AND gates
regToRegStartpoint = count[15]$_SDFFE_PP0P_

[floorplanning]
dieArea_sq_um = 16220
die_w_um = 127.4
fp-utilization_pct = 30.90
io_pins = 25
coreArea_sq_um = 15260
die_h_um = 127.4
fp-row-count = 45

[detailed_routing]
drt_iter0_markers = 229
wl_met1_um = 5174
first_pass_iters = 5
wirelength_um = 10350
wl_met3_um = 488
ant_nets = 0
via_per_inst = 4.928
met2_length_um = 4561
vias = 3642
drc_errors = 0
num_antenna_cells = 0
top_layer_used = met4
post_drt_wl_per_cell_um = 14.00

[status]
status = completed

[sta]
tns_ns = 0
min_period_over_period_pct = 60.05
fmax_ghz = 0.2602
hold_viol_final = 0
rsz0062_at_grt = no
finClkSkew_ns = 0.008728
period_needed_ns = 3.843
slew_headroom_pct = 52.19
setup_viol = 0
holdWs_ns = 0.4687
fin_ws_ns = 2.557
slew_violations = 0
worst_pin_slew_ns = 0.7149

[synth]
top_area_cell = edfxtp_1
yosys-stat-cells = 493
netlist_top_cells_count = inv_1, ha_1, edfxtp_1, nand2_1, a21oi_1
syn_inst = 493
edf_count = 48
synthArstFlopShare_pct = 0
synth_area_sq_um = 4715
synth_chip_area_sq_um = 4715
postSynthAreaPerCell_sq_um = 9.563
synth.area.top_cells = edfxtp_1, ha_1, dfxtp_1
top_area_share_pct = 30.57
yosys_warnings = 0
yosys_most_used_dff = edfxtp_1
synth-seq-cells = 77
top_cell = inv_1
ys_seq_share_pct = 42.89
ys_types = 64

[grt]
grt_pass1_vias = 3437
antenna_found_initial = 0
globalRouteTotalUtil_pct = 13.77
grt_max_degree = 18
grt_pass1_wl_um = 17280
grt-ovfl-total = 0

[run]
maxCapViolations = 0
warning_count = 26

[worst_hold_path]
hp-class = reg2reg
whs_endpoint = state[0]$_DFF_P_
hp-start = state[0]$_DFF_P_
worstHoldPathCells = 1

[cells_and_area]
area_delta_synth_final_pct = 15.34
post_route_cells_drive_above_1_share_pct = 7.765
-- worst max-delay path by stage --
stage	startpoint	end	slack [ns]
CTS	cmd_valid_i	count[16]$_SDFFE_PP0P_	2.58
global route	cmd_valid_i	count[11]$_SDFFE_PP0P_	2.35
finish	cmd_valid_i	count[16]$_SDFFE_PP0P_	2.56
-- registers in the layout, summed over array words and instances (netlist names), named ones only --
register   count
yellow_ms     16
state          7
green_o        1
count         17
yellow_o       1
green_ms      16
red_ms        16
-- cells in the final DEF (no fill, tap or decap), types with 5 or more instances in the layout --
master,n
inv_1,63
ha_1,51
edfxtp_1,48
nand2_1,47
a21oi_1,41
dfxtp_1,29
nor2_1,24
o21ai_0,24
clkdlybuf4s50_1,24
nand3_1,19
nand4_1,11
nand3b_1,10
clkbuf_16,9
xor2_1,8
o31ai_1,8
nor3_1,7
and3_1,7
or3_1,7
nor4_1,6
o22ai_1,6
a31oi_1,5
-- through the flow --
stage	cells	utilization [%]	area [sq um]
after CTS	739	35.64	5438
after floorplan	493	-	4715
after detailed placement	723	33.92	5175
after global placement	723	33.92	5175
final	739	35.64	5438
after global routing	739	35.64	5438
-- logic make-up after synthesis --
logic type                 count (synthesis)  share of synthesized area, %
buffers and inverters                     72                         6.688
AOI/OAI and AO/OA                        115                         15.61
DFF                                       77                         42.89
xor gates and xnor gates                  11                         2.044
adders and majority gates                 51                         13.53
and+or+nand+nor                          167                         19.24
-- cell type report --
| class | instances | area, sq um |
|---|---|---|
| Clock buffer | 13 | 250.2 |
| Clock inverter | 3 | 12.51 |
| Fill cell | 1476 | 9821 |
| Inverter | 63 | 236.5 |
| Multi-Input combinational cell | 344 | 2382 |
| Sequential cell | 77 | 2022 |
| Tap cell | 211 | 264.0 |
| Timing Repair Buffer | 28 | 270.3 |
-- metal layers --
| layer | up-vias | global-route usage (%) |
|---|---|---|
| met5 | - | 0 |
| met4 | 0 | 2.031 |
| met3 | 10 | 2.901 |
| met2 | 72 | 20.73 |
| met1 | 1697 | 21.42 |
| li1 | 1863 | - |
-- power groups by stage --
stage	clock network [mW]	registers, mW	logic, mW
4_1_cts	0.458	0.535	0.0564
5_1_grt	0.478	0.535	0.0622
6_report	0.450	0.535	0.0560
Power and IR drop assume default switching activity.
