`constraint.sdc`:
```
current_design serializer

set clk_period 2.3
set clk_io_pct 0.2

create_clock -name clk0 -period $clk_period [get_ports {clk_i}]

set non_clock_inputs [all_inputs -no_clocks]
set_input_delay [expr $clk_period * $clk_io_pct] -clock clk0 $non_clock_inputs
set_output_delay [expr $clk_period * $clk_io_pct] -clock clk0 [all_outputs]
```
`design.v`:
```
module serializer (
  input  logic        clk_i,
  input  logic        srst_i,
  input  logic [15:0] data_i,
  input  logic [3:0]  data_mod_i,
  input  logic        data_val_i,
  output logic        ser_data_o,
  output logic        ser_data_val_o,
  output logic        busy_o
);
logic [4:0]  temp;
logic        val;
logic [15:0] buffer;
logic [3:0]  data_mod;
always_ff @( posedge clk_i )
  begin
    if( srst_i )
      val <= 1'b0;
    else
      if( data_val_i )
        if( !val )
          if( data_mod_i != 4'd1 && data_mod_i != 4'd2 )
            val <= 1'b1;
      if( val )
        if( data_mod != 4'd1 && data_mod != 4'd2 )
          if ( data_mod != 4'd0 )
            if( temp > ( 15 - data_mod ) + 1 )
              val <= 1'b1;
            else
              val <= 1'b0;
          else
            if( temp != 5'd0 )
              val <= 1'b1;
            else
              val <= 1'b0;
  end
logic mod_ok;
assign mod_ok = ( data_mod_i != 4'd1 ) && ( data_mod_i != 4'd2 );
always_ff @( posedge clk_i )
  begin
    if( !busy_o && data_val_i && mod_ok )
      buffer <= data_i;
  end
always_ff @( posedge clk_i )
  begin
  if( !busy_o && data_val_i && mod_ok )
    data_mod <= data_mod_i;
  end
always_ff @( posedge clk_i )
  begin
    if( val )
      if( data_mod != 4'd1 && data_mod != 4'd2 )
        ser_data_o <= buffer[temp];
  end
always_ff @( posedge clk_i )
  begin
    if( srst_i )
      ser_data_val_o <= 1'b0;
    else
      begin
        if( val )
          begin
            if( data_mod != 4'd1 && data_mod != 4'd2 )
              if ( data_mod != 4'd0 )
                if( temp != ( 15 - data_mod ) )
                  ser_data_val_o <= 1'b1;
                else
                  ser_data_val_o <= 1'b0;
              else
                if( temp != 5'd31 )
                  ser_data_val_o <= 1'b1;
                else
                  ser_data_val_o <= 1'b0;
          end
        else
          ser_data_val_o <= 1'b0;
      end
  end
always_ff @( posedge clk_i )
  begin
    if( srst_i )
      busy_o <= 1'b0;
    else
      if( data_val_i )
        if( data_mod_i != 4'd1 && data_mod_i != 4'd2 )
          busy_o <= 1'b1;
      if( val )
        if( data_mod != 4'd1 && data_mod != 4'd2 )
          if ( data_mod != 4'd0 )
            if( temp > ( 15 - data_mod ) + 1 )
              busy_o <= 1'b1;
            else
              busy_o <= 1'b0;
          else
            if( temp != 5'd0 )
              busy_o <= 1'b1;
            else
              busy_o <= 1'b0;
  end
always_ff @( posedge clk_i )
  begin
    if( srst_i )
      temp <= '0;
    else
      begin
        if( data_val_i && !busy_o )
          temp <= 5'b01111;
        else
          begin
            if( val )
              if( data_mod != 4'd1 && data_mod != 4'd2 )
                begin
                  if( data_mod != 4'd0 )
                    if( temp != ( 15 - data_mod ) )
                      temp <= temp - 5'd1;
                    else
                      temp <= '0;
                  else
                    if( temp != 5'd31 )
                      temp <= temp - 5'd1;
                end
          end
      end
  end
endmodule
```
`run.sh`:
```
#!/bin/bash
# OpenROAD 26Q1-2900-gdf79404cd8, Yosys 0.63+post, stock flow scripts
make -C /OpenROAD-flow-scripts/flow DESIGN_CONFIG=/design/flow/config.mk WORK_HOME=/design/flow/orfs finish
```
`config.mk`:
```
export PLATFORM = sky130hd
export DESIGN_NAME = serializer
export DESIGN_NICKNAME = serializer
export VERILOG_FILES = /design/flow/design.v
export SDC_FILE = /design/flow/constraint.sdc
export NUM_CORES = 4
export LEC_CHECK = 1
export CORE_AREA = 10 10 109 109
export DIE_AREA = 0 0 119 119
export SYNTH_HDL_FRONTEND = slang
```
==> metrics.yaml <==
sta:
  timing.final.ws_setup_ps: 142
  finalWorstPathRequiredPeriod_ps: 2160
  min_period_over_period_pct: 93.8
  maxClockFrequency_mhz: 463
  timing.final.max_slew_violations: 0
  unrepaired_setup_endpoints_after_global_routing: "no"
  tns_ps: 0
  setup_viol: 0
  finalHoldWorstSlack_ps: 524
  max_slew.worst_pin.slew_ps: 519
  slew_headroom_pct: 65.3
  final_hold_viol_count: 0
  skew_ps: 8.46
logic_synthesis:
  synth.yosys.seq_area_share_pct: 52.9
  ys_area_mm2: 0.00150
  synthDistinctLibCells: 37
  synth-cells-yosys: 113
  ys_ff: 29
  most_popular_library_cell_in_the_synthesized_design_by_count: "edfxtp_1"
  yosysTopAreaCell: "edfxtp_1"
  synth-edff-count: 21
  syn-instance-count: 113
  ys_top_cells_by_area: "edfxtp_1 (42%), dfxtp_1 (11%), ha_1 (9.2%)"
  ys.warnings.count: 0
  synthDominantCellAreaShare_pct: 42.2
  synth_async_sr_flop_share_pct: 0
  yosys-top-cells-count: "edfxtp_1 (21), ha_1 (11), a21oi_1 (8), dfxtp_1 (8), nor2_1 (8)"
  synth.cell_area_mm2: 0.00150
  synth-main-ff-cell: "edfxtp_1"
  post_synth.cell_area_avg_um2: 13.2
placement:
  dp.cells: 271
  hpwl_um: 2460
  post_dp_cell_area_mm2: 0.00193
  placement.io_buffers: 25
  post-place-ws_ps: 163
  place_congestion: 0.779
drt:
  pre_repair_dr_iteration_count: 4
  detailed_route_via_count: 1017
  drt_drc_violations_left: 0
  wl_per_cell_um: 11.2
  route.antenna.remaining_nets: 0
  wl_um: 3150
  drt_iter0_drc: 61
  n_antenna_cell: 0
  drt-vias-per-instance: 3.63
grt:
  grt_overflow_total: 0
  grt_pass1_vias: 1103
  antenna_violations_before_repair: 0
  grt_start_max_net_pins: 17
  first_pass_grt_wire_length_um: 5460
  grt_resource_usage_total_pct: 4.56
power:
  p_leak_nw: 0.704
  irDropWorstVdd_mv: 0.296
  design_power_total_mw: 1.84
  pwr_density_cell_mw_per_mm2: 892
  power.switching_uw: 522
  sw_frac_of_total_pct: 28.4
  intPower_mw: 1.31
  share_of_total_power_in_the_clock_network_pct: 29.1
  comb_power_share_pct: 29.7
  pwr-share-seq_pct: 41.2
hold_path:
  hold_path_depth: 1
  worst_hold_startpoint: "val"
  min_delay_worst_endpoint: "ser_data_val_o"
  worstHoldPathType: "flip-flop to flip-flop"
floorplanning:
  io_pins: 26
  chipHeight_um: 119
  fp-utilization_pct: 15.5
  die-width_um: 119
  core_area_mm2: 0.00964
  die_area_mm2: 0.0142
  fp_rows: 36
clocking:
  clk_latency_ps: 280
  clock-root-buffer: "clkbuf_8"
  cts_tree: "done"
  cts_sinks: 29
  cts.repair.resized: 0
  number_of_clock_buffers_inserted_by_tritoncts: 5
  post_cts_buffers: 0
  cts.htree.levels: 2
  clock_path_buffers: 2
  cts_hold_repair.buffers: 0
  cts.reportedPaths.clkPinSlew_ps: 60
worst_setup_path:
  reg2regPathDepth: 7
  worstSetupEndpointType: "flip-flop"
  worst_path_dominant_cell_family: "AND-OR/OR-AND gates"
  crit_path_start: "data_mod[1]"
  rr_startpoint: "data_mod[1]"
  cp_slowest_stage_delay_ps: 450
  worstReg2RegEnd: "busy_o"
  crit_top_cell: "ha_1"
  crit_path_start_kind: "flip-flop"
  cp_data_required_time_ps: 2480
  critPathKind: "flip-flop to flip-flop"
  timing.critical_path.cells: "inv_1 > ha_1 > or3b_1 > ha_1 > a221o_1 > a21o_1 > o31ai_1"
  worstPathArrival_ps: 2340
  crit_path_max_fanout: 4
  critical_path.n_buffers_inverters: 1
  reg2reg_setup_slack_ps: 140
  cpMaxStageDelayCell: "edfxtp_1"
layout:
  fin_cells: 280
  design_area_mm2: 0.00206
  post_route_cells_drive_above_1_share_pct: 17.0
  area_growth_pct: 37.7
  post-route-util_pct: 21.4
job:
  drv_cap: 0
  tool_warnings: 29
run_status:
  run_status: "finished, final reports clean"
worst reg2reg max path: stages, from the launching register on:
cell and delay, ps:
edfxtp_1 450, inv_1 110, ha_1 210, or3b_1 400, ha_1 300, a221o_1 340
a21o_1 210, o31ai_1 70
state kept, by name, summed over array words and instances, names as in the netlist:
signal / count
val: 1
ser_data_val_o: 1
data_mod: 4
ser_data_o: 1
temp: 5
buffer: 16
busy_o: 1
placed cells by master, fill, tap and decap left out, types with 2 or more instances in the layout:
master,instances
ha_1,11
nand3b_1,4
nor3_1,4
nor2_1,8
o31ai_1,2
clkdlybuf4s50_1,25
dfxtp_1,8
a31oi_1,2
a21oi_1,8
o21ai_0,2
inv_1,5
buf_4,4
mux4_2,5
clkbuf_8,6
xor2_1,4
edfxtp_1,21
nor2b_1,3
nand2_1,3
nand4_1,2
area by class of cell:
class | count | area [um^2]
repair buffers | 30 | 300
fillers | 1047 | 7580
inverters | 6 | 22.5
multi-input cells | 74 | 658
flip-flops and latches | 29 | 791
well taps | 133 | 166
clock buffers | 6 | 82.6
clock inverters | 2 | 37.5
power groups by stage:
stage	registers, mW	clock network (mW)	logic (mW)
after CTS	0.759	0.550	0.550
after global routing	0.774	0.578	0.617
final	0.756	0.535	0.545
routing by layer:
metal / vias up / GRT usage, % / share of wire, %
met3: 4 / 1.68 / 6.7
met2: 27 / 7.26 / 47
met1: 483 / 5.81 / 44
met5: - / 0 / 0
met4: 0 / 1.07 / 2.4
li1: 503 / - / -
how the worst max path moves through the flow:
stage         endpoint  slack (ps)  cells after the start
finish          busy_o         140                      7
global route       val           5                      8
CTS             busy_o         140                      7
logic make-up after synthesis:
| kind of cell | share of synthesized area (%) |
|---|---|
| xor+xnor | 2.93 |
| flops | 52.9 |
| fa+ha+maj | 9.20 |
| simple gates | 12.0 |
| mux | 7.53 |
| buf+inv | 3.10 |
| compound gates | 12.4 |
Power is estimated from default activity; no workload was simulated.
