--- ./run.sh ---
#!/bin/bash
# OpenROAD 26Q1-2900-gdf79404cd8, Yosys 0.63+post, stock flow scripts
make -C /OpenROAD-flow-scripts/flow DESIGN_CONFIG=/design/flow/config.mk WORK_HOME=/design/flow/orfs finish
--- ./config.mk ---
export PLATFORM = sky130hd
export DESIGN_NAME = priority_encoder
export DESIGN_NICKNAME = priority_encoder
export VERILOG_FILES = /design/flow/design.v
export SDC_FILE = /design/flow/constraint.sdc
export NUM_CORES = 4
export LEC_CHECK = 1
export CORE_AREA = 10 10 70 70
export DIE_AREA = 0 0 80 80
export SYNTH_HDL_FRONTEND = slang
--- ./constraint.sdc ---
current_design priority_encoder

set clk_period 1.0
set clk_io_pct 0.2

create_clock -name clk0 -period $clk_period [get_ports {clk_i}]

set non_clock_inputs [all_inputs -no_clocks]
set_input_delay [expr $clk_period * $clk_io_pct] -clock clk0 $non_clock_inputs
set_output_delay [expr $clk_period * $clk_io_pct] -clock clk0 [all_outputs]
--- ./design.v ---
module priority_encoder #(
  parameter WIDTH = 7
)(
  input  logic             clk_i,
  input  logic             srst_i,
  input  logic [WIDTH-1:0] data_i,
  input  logic             data_val_i,
  output logic [WIDTH-1:0] data_left_o,
  output logic [WIDTH-1:0] data_right_o,
  output logic             deser_data_val_o
);
logic [WIDTH-1:0] data_left;
logic [WIDTH-1:0] data_right;
always_ff @( posedge clk_i )
  begin
    if( srst_i )
      data_left_o <= '0;
    else
      data_left_o <= data_left;
  end
always_ff @( posedge clk_i )
  begin
    if( srst_i )
      data_right_o <= '0;
    else
      data_right_o <= data_right;
  end
always_comb
  begin
  data_left = '0;
  for( int i = WIDTH - 1; i > -1; i-- )
    begin
      if( data_i[i] == 1'b1 )
        begin
          data_left[i] = 1'b1;
          break;
        end
    end
  end
always_comb
  begin
  data_right = '0;
  for( int i = 0; i < WIDTH; i++ )
    begin
      if( data_i[i] == 1'b1 )
        begin
          data_right[i] = 1'b1;
          break;
        end
    end
  end
always_ff @( posedge clk_i )
  begin
    if( srst_i )
      deser_data_val_o <= 1'b0;
    else
      deser_data_val_o <= data_val_i;
  end
endmodule
==> run notes <==
Notes on the flow run.

- Across the run, the number of max-cap violations was 0.
- In this run, the combinational gates consume 9.8% of the power.
- Per report_power, the clock group accounts for 31.8% of the total.
- The run finished with clean final reports.
- The total power density per cell area is 1330 nW/µm², for reference.
- The internal power of the cells totals 0.832 mW.
- Measured along the y axis, the die boundary spans 80 µm.
- The data required time of the worst path is 0.80 ns, for reference.
- The per-instance average area after synthesis is 13.0 µm², for reference.
- Counting the buffers created by CTS gives 3.
- The routed design shows a via density per instance of 3.25.
- The signal on the critical path passes through clkdlybuf4s15_1.
- The total number of placement rows is 21, for reference.
- The OpenROAD warning count is 26, for reference.
- The yosys cell count is 35, for reference.
- The area inside the core boundary is 3420 µm², for reference.
- Note, the detailed placer reported a final HPWL of 1060 µm.
- The via total after detailed routing is 370, for reference.
- Entering global routing, the biggest net connects 9 pins.
- The hold violation count in the final report is 0, for reference.
- The post-route fraction of the period consumed by the critical path is 96.3%, for reference.
- The detailed router's first-iteration violation count is 18, for reference.
- The top cell types in the final layout, fill and taps aside, are clkbuf_2 (9), dfxtp_2 (8), dfxtp_1 (7), clkdlybuf4s50_1 (5), clkdlybuf4s15_1 (5).
- The kind of cell with the highest combined delay on the critical path is flip-flops, for reference.
- Logged for this run, the post-placement worst setup slack is -0.388 ns.
- Setup repair after global routing left no endpoint under its margin.
- The number of max-slew violations in the final report is 0, for reference.
- Looking at the clock tree report, the H-tree level count equals 1.
- Summing every instance area after synthesis gives 455 µm².
- The count of buffer and inverter cells on the critical path is 1, for reference.
- Looking at the clock tree report, the root buffer type is clkbuf_4.
- Subtracting the final worst setup slack from the clock period gives 0.963 ns.
- The worst setup path category is flop to primary output, for reference.
- The setup slack of the critical path after layout is 0.0369 ns, for reference.
- The maximum clock rate is 1040 MHz, for reference.
- The peak ir drop on the vdd network is 0.269 mV, for reference.
- The critical path's slowest stage uses the library cell dfxtp_1.
- The first global-routing pass estimated 1910 µm of wire.
- The via count of the first global-routing pass was 393.
- The maximum clock insertion buffer count is 2, for reference.
- The die width is 80 µm, for reference.
- The count of distinct cell types in the synthesized netlist is 14, for reference.
- The overall fraction of global-route tracks in use is 3.67%, for reference.
- The total setup violations reported at the end of the flow is 0, for reference.
- The clock net in this run drives a total of 15 sinks.
- The actual slew at the worst max-slew pin is 0.254 ns, for reference.
- The routed wire length is 1270 µm, for reference.
- The floorplan step records an initial core utilization of 13.3%.
- The first-pass iteration count of the detailed router is 3, for reference.
- The CTS tree is yes, for reference.
- Of all nets on the critical path, the largest fanout is 1.
- The number of top-level design ports is 25, for reference.
- For this run, the share of the core covered by cells in the final layout is 23.3%.
- The detailed placer reported the number of placed instances as 109.
- The clock-pin transition on the worst setup and hold timing paths is 0.08 ns, for reference.
- The hold buffer count at CTS is 0, for reference.
- The class of the most critical hold timing path is input port to flop, for reference.
- The flip-flop and latch count after synthesis is 15, for reference.
- Per the OpenROAD floorplan log, the area of the die is 6400 µm².
- STA classifies the critical path endpoint as a primary output.
- The most critical hold endpoint after final layout shows a slack of 0.234 ns.
- Routability-driven placement finished with a final weighted congestion of 0.790.
- Buffers placed on the I/O ports in this run total 24.
- The reported net switching power is 0.221 mW, for reference.
- The part of the power in registers is 58.4%, for reference.
- The signed area change from the synthesized netlist to the final layout is 74.5%, for reference.
- The number of warnings reported in the yosys synthesis log is 0, for reference.
- The initial antenna violation count is 1, for reference.
- The count of mapped cells out of synthesis is 35, for reference.
- The top cell type in the final layout, fill and taps aside, is clkbuf_2.
- The total congestion overflow is 0, for reference.
- Nets still carrying antenna violations after routing amount to 0.
- The highest cell delay on the worst timing path is 0.32 ns, for reference.
- The fraction of final layout cells with drive strength greater than 1 is 50.7%, for reference.
- The switching portion of total power comes to 21.0%.
- The share of the Yosys chip area taken by registers is 65.9%.
- The worst relative slew slack is 82.9%, for reference.
- After synthesis, the chip area reported by Yosys is 455 µm².
- The number of remaining DRC errors is 0, for reference.
- The filler-free cell count of the finished design is 114, for reference.
- STA classifies the critical path startpoint as a flop.
- STA puts the critical path data arrival time at 0.76 ns.
- In the final routed layout, each cell accounts on average for 11.1 µm.
- The static leakage is 0.368 nW, for reference.
-- state kept, by name, summed over array words and instances (netlist names) --
| name | cells |
|---|---|
| data_left_o | 7 |
| data_right_o | 7 |
| deser_data_val_o | 1 |
-- power groups by stage --
| stage | clock network [mW] | logic (mW) | registers (mW) |
|---|---|---|---|
| global route | 0.369 | 0.114 | 0.617 |
| finish | 0.334 | 0.103 | 0.615 |
| CTS | 0.346 | 0.108 | 0.615 |
-- final cells by class --
class	count	area (µm²)
diodes	1	2.50
flip-flops and latches	15	310
clock buffers	4	26.3
repair buffers	28	223
well taps	46	57.6
fillers	382	2620
multi-input cells	20	175
-- worst paths after layout --
path            from               to  slack [ns]  depth (start not counted)
max   data_left_o[0]   data_left_o[0]        0.04                          1
min        data_i[0]  data_right_o[1]        0.23                          2
-- metrics by stage --
stage	area, µm²	total power, mW	TNS [ns]
4_1_cts	818	1.07	-0.00108
3_5_place_dp	783	0.742	-4.20
6_report	795	1.05	0
5_1_grt	795	1.10	0
3_3_place_gp	783	0.741	-3.84
2_1_floorplan	455	0.646	0
-- metal layers --
metal	global-route usage, %	up-vias	share of wire (%)
met4	1.23	0	2.1
met1	4.04	167	41
met2	6.26	12	49
li1	-	189	-
met5	0	-	0
met3	1.48	2	7.9
-- synth_stat cells (all sizes together) --
library cell	count	area (µm²)
dfxtp	15	300
and2	3	20.0
and2b	3	26.3
and3	3	20.0
and3b	2	18.8
and4b	2	20.0
nor2	2	7.51
nor4b	2	17.5
nor3	1	5.00
nor3b	1	7.51
nor4	1	12.5
-- cells by family after synthesis --
family | synth area share [%]
simple gates | 34.1
flops | 65.9
-- timing repair --
item / in CTS / in global routing
endpoints found under the setup margin: 21 / 17
pin swaps: 1 / 1
resized: 35 / 21
buffers inserted: 0 / 0
Power and IR drop assume default switching activity.
